$ cat flow/run.sh
#!/bin/bash
# OpenROAD 26Q1-2900-gdf79404cd8, Yosys 0.63+post, stock flow scripts
make -C /OpenROAD-flow-scripts/flow DESIGN_CONFIG=/design/flow/config.mk WORK_HOME=/design/flow/orfs finish
$ cat flow/design.v
module ProgramCounter(
    clk_i,
	rst_i,
	pc_in_i,
	pc_out_o
	);
input           clk_i;
input	        rst_i;
input  [32-1:0] pc_in_i;
output [32-1:0] pc_out_o;
reg    [32-1:0] pc_out_o;
always @(posedge clk_i) begin
    if(~rst_i)
	    pc_out_o <= 0;
	else
	    pc_out_o <= pc_in_i;
end
endmodule
$ cat flow/config.mk
export PLATFORM = sky130hd
export DESIGN_NAME = ProgramCounter
export DESIGN_NICKNAME = ProgramCounter
export VERILOG_FILES = /design/flow/design.v
export SDC_FILE = /design/flow/constraint.sdc
export NUM_CORES = 4
export LEC_CHECK = 1
export CORE_AREA = 10 10 90 90
export DIE_AREA = 0 0 100 100
$ cat flow/constraint.sdc
current_design ProgramCounter

set clk_period 1.0
set clk_io_pct 0.2

create_clock -name clk0 -period $clk_period [get_ports {clk_i}]

set non_clock_inputs [all_inputs -no_clocks]
set_input_delay [expr $clk_period * $clk_io_pct] -clock clk0 $non_clock_inputs
set_output_delay [expr $clk_period * $clk_io_pct] -clock clk0 [all_outputs]
==> deck_impl_summary.md <==
Key Metrics from the Run

Placed design
  • Gpl congestion: 0.670
  • Post-DP Area: 1640 um^2
  • Placed Instances: 208
  • IO buf count: 65
  • Final HPWL DP: 2120 um

Timing
  • Slew Viols, Final: 0
  • Final hold vios: 0
  • Final Critical Period: 0.948 ns
  • Rel. slew slack: 89.9%
  • F_max: 1.05 GHz
  • Final setup fails: 0
  • Unrepaired setup endpoints after global routing: no
  • Period utilisation layout: 94.8%
  • Worst-Margin Slew: 0.151 ns

Final layout
  • Post-Layout Cell Count: 215
  • Largest registers: pc_out_o (32)
  • Area grow syn2layout: 84.2%
  • Most frequent cells in the layout: 33 x clkdlybuf4s50_1, 32 x and2_2, 20 x clkbuf_2
  • Fillers: 672
  • Design area: 1650 um^2
  • Number of flip-flops in the largest register: 32
  • Comb gate area: 240 um^2
  • Largest Register: pc_out_o
  • Most frequent logic cell in the layout: clkdlybuf4s50_1
  • Final Util: 26.3%
  • Seq. cell area: 657 um^2
  • Share of layout cells above drive strength 1: 54.3%

Global routing
  • GRT Residual Overflow: 0
  • Initial antenna violation count: 0
  • GRT Overall Usage: 5.02%
  • Pin count of the biggest net entering global routing: 21
  • Vias in the first global route: 767
  • First-pass GRT wire length: 4020 um

Synth
  • Yosys warns: 1
  • Unique cell types: 3
  • Yosys stat area: 896 um^2
  • Avg Synthesized Cell Area: 13.4 um^2
  • Synth area leader: dfxtp_1
  • Dominant cell area share: 71.5%
  • Yosys cell count: 67
  • Synth top area cells: dfxtp_1 72%, and2_2 27%, clkbuf_2 1.7%
  • Post-synth regs: 32
  • Cell Area, Synth: 896 um^2
  • Seq share, synth: 71.5%
  • Syn Inst Count: 67

Worst setup path
  • Critical Path Source Type: flop
  • Crit-path max cell delay: 0.31 ns
  • Worst EP required: 0.80 ns
  • Crit-path max FO: 1
  • Slowest-stage cell, CP: dfxtp_1
  • Crit path max-delay family: flip-flops
  • Critical path cell sequence: clkdlybuf4s15_1
  • WP data arrival: 0.75 ns
  • Critical Path Sink Type: output port
  • WS Path Type: flop to output port
  • Worst path bufs/invs: 1

Job
  • Log Warnings: 25
  • MaxCap Viol Count: 0

Hold path
  • Hold crit path type: primary input to flop
  • Hold endpoint: pc_out_o[2]$_SDFF_PN0_
  • Hold_sp: pc_in_i[2]
  • Hold path depth: 2

Drt
  • WL final: 2600 um
  • WL per Instance: 12.1 um
  • Vias: 685
  • Iter 0 DRT Violations: 2
  • TritonRoute pass-1 iters: 2
  • DRC errors left: 0
  • DR vias/cell: 3.19
  • Post-DRT Antenna Nets: 0
  • Antenna Cells: 0

Clock network
  • CTS root buffer: clkbuf_8
  • Clock Tree Buf Depth: 2
  • Clk pin slew, worst setup/hold paths: 0.07 ns
  • CTS tree: done
  • Num CTS Buffers: 5
  • H-tree depth: 2
  • Setup Buffers After CTS: 0
  • Clock sinks: 32

Power and ir drop
  • Max VDD drop: 0.471 mV
  • Leakage power: 0.710 nW
  • P per Cell Area: 1630 nW/um^2
  • Final Power: 0.00269 W

Outcome
  • Status: complete, no violations

Die
  • Core area: 6280 um^2
  • Pre-placement core utilization: 14.3%
  • # IOs: 66
  • Die Ht: 100 um
  • Die area: 10000 um^2
  • Die Wd: 100 um
  • Row cnt: 29
## metal layers
layer	part of all wire, %	track usage [%]
met5	0	0
met2	47	7.96
met4	1.8	1.20
met1	38	5.54
met3	13	3.19
## synthesized netlist by cell type
master    count
dfxtp_1      32
clkbuf_2      3
and2_2       32
## cell families (layout without fill, tap and decap cells)
logic type | after synthesis | after routing | share of synthesized area, %
flip-flops | 32 | 32 | 71.5
AND/OR/NAND/NOR | 32 | 32 | 26.8
buffers and inverters | 3 | 74 | 1.68
## worst max-delay path by stage
| stage | slack, ns | end | cells past startpoint | startpoint |
|---|---|---|---|---|
| finish | 0.05 | pc_out_o[19] | 1 | pc_out_o[19]$_SDFF_PN0_ |
| global route | 0.0008 | pc_out_o[18] | 1 | pc_out_o[18]$_SDFF_PN0_ |
| CTS | 0.005 | pc_out_o[31] | 1 | pc_out_o[31]$_SDFF_PN0_ |
## power breakdown
part	internal [W]	leakage (nW)	total [W]	switching [W]
logic	0.000214	0.390	0.000266	0.0000518
clock network	0.000613	0.0503	0.00106	0.000446
registers	0.00135	0.270	0.00136	0.0000159
## what timing repair did
item / in CTS / in global routing
setup endpoints to repair: 32 / 24
resized: 69 / 30
hold buffers: 0 / 0
## cell type report
| type | instances | share of cell area, % |
|---|---|---|
| clock buffer | 7 | 5.84 |
| multi-input combinational | 32 | 14.6 |
| sequential | 32 | 39.8 |
| tap | 77 | 5.84 |
| timing repair buffer | 67 | 34.0 |
## stage by stage
stage          setup TNS, ns  hold WS (ns)  worst slack [ns]
6_report                   0         0.516            0.0519
5_1_grt                    0         0.494          0.000814
4_1_cts                    0         0.502           0.00468
3_5_place_dp           -3.55         0.800            -0.126
3_3_place_gp           -3.12         0.798            -0.108
2_1_floorplan              0         0.336             0.405
Power is estimated from default activity; no workload was simulated.
